`/design/flow/config.mk`:
```
export PLATFORM = sky130hd
export DESIGN_NAME = comb
export DESIGN_NICKNAME = comb
export VERILOG_FILES = /design/flow/design.v
export SDC_FILE = /design/flow/constraint.sdc
export NUM_CORES = 4
export LEC_CHECK = 1
export CORE_UTILIZATION = 40
```
`/design/flow/constraint.sdc`:
```
current_design comb

set clk_period 10.3
set clk_io_pct 0.2

create_clock -name clk0 -period $clk_period

set non_clock_inputs [all_inputs -no_clocks]
set_input_delay [expr $clk_period * $clk_io_pct] -clock clk0 $non_clock_inputs
set_output_delay [expr $clk_period * $clk_io_pct] -clock clk0 [all_outputs]
```
`/design/flow/design.v`:
```
`timescale 1ns / 1ps
module comb(A3,A2,A1,A0,B3,B2,B1,B0,C3,C2,C1,C0);
	input [7:0] A3,A2,A1,A0,B3,B2,B1,B0;
	output reg [7:0] C3,C2,C1,C0;
	reg [7:0] T6, T5, T4, T3, T2, T1, T0;
	always @ (*)
	begin
		T0 = (A0*B0) % 256;
		T1 = (((A1*B0)%256) + ((A0*B1)%256)) % 256;
		T2 = (((A2*B0)%256) + ((A1*B1)%256) + ((A0*B2)%256)) % 256;
		T3 = (((A3*B0)%256) + ((A2*B1)%256) + ((A1*B2)%256) + ((A0*B3)%256)) % 256;
		T4 = (((A3*B1)%256) + ((A2*B2)%256) + ((A1*B3)%256)) % 256;
		T5 = (((A3*B2)%256) + ((A2*B3)%256)) % 256;
		T6 = (A3*B3) % 256;
		C3 = T3 % 256;
		C2 = (T2 - T6) % 256;
		C1 = (T1 - T5) % 256;
		C0 = (T0 - T4) % 256;
	end
endmodule
```
`/design/flow/run.sh`:
```
#!/bin/bash
# OpenROAD 26Q1-2900-gdf79404cd8, Yosys 0.63+post, stock flow scripts
make -C /OpenROAD-flow-scripts/flow DESIGN_CONFIG=/design/flow/config.mk WORK_HOME=/design/flow/orfs finish
```
==> flow_summary.yaml <==
# implementation run metrics
layout:
  ff_count: 0
  register_area_um2: 0
  post-route-util_pct: 52.5
  final_area_um2: 20900
  fillCellCount: 3564
  drive_above_1_share_pct: 20.7
  syn2layout_area_growth_pct: 29.0
  mostFrequentLayoutCell: "inv_1"
  num-clock-buffers: 0
  lay_top_cells: "355 x inv_1, 293 x fa_1, 292 x nand2_1, 249 x and2_1, 213 x ha_1"
yosys:
  yosysWarnings: 1
  postSynthAreaPerCell_um2: 8.67
  syn-cell-area_um2: 16200
  netlist_instances: 1869
  synth_stat.cells: 1869
  ys_seq_share_pct: 0
  synth_cell_types: 17
  yosys-stat-area_um2: 16200
run_status:
  outcome: "complete, but fails checks"
  failed_checks: "negative setup slack"
pwr:
  p_leak_uw: 0.0104
  swShare_pct: 39.8
  power.switching_uw: 4090
  intPower_uw: 6180
  peakVddDrop_mv: 0.562
  power_density_nw_per_um2: 491
floorplanning:
  die_w_um: 203
  fp_util_pct: 40.7
  die_area_um2: 41300
  ioPinCount: 96
  die_y_um: 203
  rows: 73
  core_um2: 39800
final_timing:
  final.setup.worst_slack_ps: -7.35
  final-hold-violation-count: 0
  tightest_slew_ps: 527
  fmax_mhz: 97.0
  drv_slew: 0
  setup_viol: 1
  rsz0062_at_grt: "true"
  slew_headroom_pct: 64.6
  fin_crit_ps: 10310
  fin_crit_sh_pct: 100
drt:
  wl_met1_um: 22900
  top_layer: "met5"
  dr.pass1.iters: 5
  wl_per_cell_um: 20.4
  vias_per_cell: 4.86
  detail-route-antenna-nets: 0
  met3_length_um: 6140
  num_vias: 13100
  initialDrtViolationCount: 774
  wl_met2_um: 23700
  routed_wirelength_um: 54800
  drc_errors: 0
placement:
  portBuffers: 96
  dpl_cell_area_um2: 19200
  dp_worst_setup_slack_ps: -1090
  place_congestion: 1.01
  place_hpwl_um: 43600
hold_path:
  min_path_type: "input pin to primary output"
critical_path:
  cp_max_fo: 23
  cp.required_ps: 8240
  critical_path_class: "input pin to primary output"
  start_kind: "input pin"
  end_kind: "primary output"
  crit_arrival_ps: 8250
grt:
  grt.total_usage_pct: 29.3
  grt_max_degree: 23
  antenna_found_initial: 3
  grt_pass1_vias: 14000
  grt_pass1_wl_um: 84400
  grt-ovfl-total: 0
flow_run:
  drv_cap: 0
  tool_warnings: 34
==> final timing paths <==
check / startpoint / end / cells past startpoint
setup / recovery: A2[2] / C2[7] / 20
hold / removal: A3[2] / C0[7] / 9
==> timing repair <==
item / in CTS / in global routing
gates resized: 233 / 161
cloned: 2 / 2
setup endpoints to repair: 12 / 6
pin swaps: 107 / 138
buffers inserted: 58 / 47
hold buffers: 0 / 0
==> cell usage after synthesis <==
library cell	instances	share of area [%]
a21o_1	8	0.37
and2_2	2	0.093
fa_1	307	38
and3_1	1	0.039
xnor2_2	1	0.10
a21oi_1	9	0.28
nand2_2	2	0.077
buf_2	2	0.062
xnor3_1	9	1.3
xnor2_1	195	11
and2_1	270	10
clkbuf_1	96	2.2
inv_1	383	8.9
nand2_1	302	7.0
xor2_1	44	2.4
ha_1	237	18
o21bai_1	1	0.046
==> area by class of cell <==
cell class | instances | area [um2] | area share, %
Multi-Input combinational cell | 1388 | 14900 | 71.2
Tap cell | 525 | 657 | 3.14
Antenna cell | 2 | 5.00 | 0.0240
Inverter | 383 | 1440 | 6.88
Timing Repair Buffer | 394 | 3920 | 18.7
==> routing by layer <==
layer	vias to the layer above	track usage, %
met3	103	10.1
li1	6012	-
met2	576	43.0
met5	-	0
met1	6381	42.9
met4	2	7.30
==> cells by family (layout without fill, tap and decap cells) <==
group | Yosys count | in the layout | synth area share, %
simple gates | 577 | 577 | 17.6
xor+xnor | 249 | 249 | 14.3
compound gates | 18 | 18 | 0.695
buf+inv | 481 | 777 | 11.2
other cells | 0 | 2 | 0
fa+ha+maj | 544 | 544 | 56.2
==> power groups by stage <==
stage	Clock (uW)	Sequential, uW	Combinational, uW
after CTS	0	0	10000
after global routing	0	0	11500
==> worst max-delay path, cell delays in order <==
cell and delay [ps]:
buf_2 160, buf_4 380, and2_1 210, fa_1 420, inv_1 80, fa_1 430
fa_1 500, fa_1 550, inv_1 50, fa_1 490, fa_1 570, fa_1 450
fa_2 600, ha_4 210, a21oi_4 160, xnor2_2 160, xnor2_2 160, xnor3_1 260
xnor3_1 210, clkbuf_2 100
==> through the flow <==
stage	power, uW	cells	hold WS, ps	TNS [ps]
finish	10300	2692	5220	-7.35
global route	11500	2690	5280	-344
CTS	10000	2648	5240	-338
detailed placement	9790	2589	5440	-5430
global placement	9760	2589	5440	-5560
floorplan	5450	1869	4400	0
Power figures rest on the tool's default switching activity, not on a simulated workload.
